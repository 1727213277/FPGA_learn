$ cat ./run.sh
#!/bin/bash
# OpenROAD 26Q1-2900-gdf79404cd8, Yosys 0.63+post, stock flow scripts
make -C /OpenROAD-flow-scripts/flow DESIGN_CONFIG=/design/flow/config.mk WORK_HOME=/design/flow/orfs finish
$ cat ./config.mk
export PLATFORM = sky130hd
export DESIGN_NAME = uart_byte_tx
export DESIGN_NICKNAME = uart_byte_tx
export VERILOG_FILES = /design/flow/design.v
export SDC_FILE = /design/flow/constraint.sdc
export NUM_CORES = 4
export LEC_CHECK = 1
export CORE_AREA = 10 10 107 107
export DIE_AREA = 0 0 117 117
$ cat ./constraint.sdc
current_design uart_byte_tx

set clk_period 3.2
set clk_io_pct 0.2

create_clock -name clk0 -period $clk_period [get_ports {CLK}]

set non_clock_inputs [all_inputs -no_clocks]
set_input_delay [expr $clk_period * $clk_io_pct] -clock clk0 $non_clock_inputs
set_output_delay [expr $clk_period * $clk_io_pct] -clock clk0 [all_outputs]
$ cat ./design.v
`timescale 1ns / 1ps
module uart_byte_tx(
    CLK,
    Reset_n,
    Send_Go,         
    Data,
    uart_tx,
    LED
);
    input CLK;
    input Reset_n;
    input Send_Go;
    input [7:0] Data;
    output reg uart_tx;
    output reg LED;
parameter MCNT_BAUD = 5208 - 1;          
parameter MCNT_BIT  = 10 - 1;            
reg [12:0] baud_div_cnt;
reg en_baud_cnt;     
reg [3:0] bit_cnt;   
always @ (posedge CLK or negedge Reset_n) begin
    if(!Reset_n) begin
        en_baud_cnt <= 0;
    end
    else if(Send_Go) begin         
        en_baud_cnt <= 1;
    end
    else if((bit_cnt == 9)&&(baud_div_cnt == MCNT_BAUD)) begin
        en_baud_cnt <= 0;    
    end
end
always @ (posedge CLK or negedge Reset_n) begin
    if(!Reset_n) begin
        baud_div_cnt <= 0;
    end
    else if(en_baud_cnt) begin
        if(baud_div_cnt == MCNT_BAUD) begin
            baud_div_cnt <= 0;
        end
        else begin
            baud_div_cnt <= baud_div_cnt + 1'd1;         
        end
    end
end
always @ (posedge CLK or negedge Reset_n) begin
    if(!Reset_n) begin
        bit_cnt <= 0;
    end
    else if(baud_div_cnt == MCNT_BAUD) begin
        if(bit_cnt == MCNT_BIT) begin
            bit_cnt <= 0;
        end
        else begin
            bit_cnt <= bit_cnt + 1'd1;                   
        end
    end 
end
reg [7:0] r_Data;
always @ (posedge CLK or negedge Reset_n) begin
    if(!Reset_n) begin
        r_Data <= 0;
    end
    else if(Send_Go) begin       
        r_Data <= Data;
    end
    else begin
        r_Data <= r_Data;
    end
end
always @ (posedge CLK or negedge Reset_n) begin
    if(!Reset_n) begin
        uart_tx <= 1'd1;                 
    end
    else if(en_baud_cnt == 0) begin      
        uart_tx <= 1'd1;
    end
    else begin
        case(bit_cnt)
            0: uart_tx <= 1'd0;          
            1: uart_tx <= r_Data[0];
            2: uart_tx <= r_Data[1];
            3: uart_tx <= r_Data[2];
            4: uart_tx <= r_Data[3];
            5: uart_tx <= r_Data[4];
            6: uart_tx <= r_Data[5];
            7: uart_tx <= r_Data[6];
            8: uart_tx <= r_Data[7];
            9: uart_tx <= 1'd1;          
            default: uart_tx <= uart_tx;
        endcase       
    end
end
always @ (posedge CLK or negedge Reset_n) begin
    if(!Reset_n) begin
        LED <= 1;
    end
    else if((bit_cnt == 9)&&(baud_div_cnt == MCNT_BAUD)) begin
        LED <= !LED;
    end
end
endmodule
==> flow_results.xml <==
<?xml version="1.0" encoding="UTF-8"?>
<metrics>
  <group name="synth">
    <metric name="largest_area_cell" unit="">sky130_fd_sc_hd__dfrtp_1</metric>
    <metric name="top_cells_by_area" unit="">sky130_fd_sc_hd__dfrtp_1 49%, sky130_fd_sc_hd__mux2_2 8.4%, sky130_fd_sc_hd__xnor2_1 5.9%</metric>
    <metric name="synth_flops" unit="">28</metric>
    <metric name="netlist-cell-type-count" unit="">37</metric>
    <metric name="mappedNetlistArea" unit="um2">1335</metric>
    <metric name="ys_seq_share" unit="%">52.67</metric>
    <metric name="synth_cells" unit="">115</metric>
    <metric name="warning_count_from_the_yosys_run" unit="">1</metric>
    <metric name="yosys_area" unit="um2">1335</metric>
    <metric name="post-synth-top-area-fraction" unit="%">48.73</metric>
    <metric name="post_synthesis_cell_count_from_yosys" unit="">115</metric>
    <metric name="syn_area_per_cell" unit="um2">11.61</metric>
  </group>
  <group name="placement">
    <metric name="io_buffers" unit="">12</metric>
    <metric name="dp.final_hpwl" unit="um">1774</metric>
    <metric name="placed_cells_incl_taps" unit="">235</metric>
    <metric name="routabilityCongestion" unit="">0.8036</metric>
  </group>
  <group name="finish">
    <metric name="num-fill-cells" unit="">1008</metric>
    <metric name="non_filler_instance_count_after_layout" unit="">239</metric>
    <metric name="final_layout_size_suffix_gt1_share" unit="%">19.53</metric>
    <metric name="area_growth_from_synthesis_to_final_layout" unit="%">22.77</metric>
  </group>
  <group name="floorplan">
    <metric name="fp.dieArea" unit="um2">13690</metric>
    <metric name="floorplan.die.height" unit="um">117</metric>
    <metric name="placement_rows" unit="">35</metric>
    <metric name="core_util_floorplan" unit="%">14.52</metric>
    <metric name="core_area" unit="um2">9196</metric>
    <metric name="design.portCount" unit="">13</metric>
    <metric name="die_width" unit="um">117</metric>
  </group>
  <group name="min_path">
    <metric name="classification_of_the_worst_slack_hold_path" unit="">register to register</metric>
  </group>
  <group name="flow_run">
    <metric name="cap_viol_max_count" unit="">0</metric>
    <metric name="log.warning_count" unit="">25</metric>
  </group>
  <group name="global_routing">
    <metric name="pin_count_of_the_biggest_net_entering_global_routing" unit="">29</metric>
    <metric name="grt_antenna_before_repair" unit="">0</metric>
    <metric name="grt_pass1_wl" unit="um">4174</metric>
    <metric name="grt_use_total" unit="%">3.624</metric>
    <metric name="grt_pass1_vias" unit="">908</metric>
    <metric name="grt.overflow.total" unit="">0</metric>
  </group>
  <group name="final_timing">
    <metric name="max-slew-margin-rel" unit="%">71.36</metric>
    <metric name="final_period_minus_worst_setup_slack" unit="ns">1.931</metric>
    <metric name="final-max-slew-violation-count" unit="">0</metric>
    <metric name="clock_skew" unit="ns">0.002666</metric>
    <metric name="rsz0062_at_grt" unit="">no</metric>
    <metric name="setup-violations-final" unit="">0</metric>
    <metric name="worst_pin_slew" unit="ns">0.4297</metric>
    <metric name="min_period_over_period" unit="%">60.35</metric>
    <metric name="timing.final.hold_violations" unit="">0</metric>
    <metric name="max_freq" unit="GHz">0.5178</metric>
    <metric name="final_sum_of_negative_setup_slack" unit="ns">0</metric>
  </group>
  <group name="setup_path">
    <metric name="worst_ep_required_time" unit="ns">2.56</metric>
    <metric name="worst_path_max_delay_cell" unit="">sky130_fd_sc_hd__dfstp_2</metric>
    <metric name="worstPathMaxFanout" unit="">2</metric>
    <metric name="timing.critical_path.arrival" unit="ns">1.29</metric>
    <metric name="crit_chain" unit="">clkdlybuf4s50_1</metric>
    <metric name="path_class" unit="">register to output pin</metric>
    <metric name="family_with_the_most_delay_on_the_worst_path" unit="">flip-flops</metric>
    <metric name="rrSetupSlack" unit="ns">1.51</metric>
    <metric name="setup.worst_path.end_class" unit="">output pin</metric>
    <metric name="slowest_delay" unit="ns">0.55</metric>
    <metric name="worstPathBufferInverterCount" unit="">1</metric>
    <metric name="crit_path_start_kind" unit="">register</metric>
  </group>
  <group name="detailed_routing">
    <metric name="average_routed_wire_per_standard_cell" unit="um">10.03</metric>
    <metric name="drc" unit="">0</metric>
    <metric name="via_per_inst" unit="">3.636</metric>
    <metric name="num_antenna_cells" unit="">0</metric>
    <metric name="ant_nets" unit="">0</metric>
    <metric name="first_iter_violations" unit="">84</metric>
    <metric name="vias" unit="">869</metric>
    <metric name="wl" unit="um">2397</metric>
    <metric name="drt-pass1-iter-count" unit="">4</metric>
  </group>
  <group name="cts">
    <metric name="clk_transition_reported_paths" unit="ns">0.09</metric>
    <metric name="clockRootBuffer" unit="">sky130_fd_sc_hd__clkbuf_8</metric>
    <metric name="post_cts_repair_setup_buffers" unit="">0</metric>
    <metric name="cts.sink_count" unit="">28</metric>
    <metric name="number_of_buffers_created_by_cts" unit="">3</metric>
    <metric name="cts_tree" unit="">built</metric>
    <metric name="holdBufCountCts" unit="">0</metric>
    <metric name="insertion_delay_to_the_later_sink_of_the_worst_skew_pair" unit="ns">0.27</metric>
    <metric name="post_cts.resized_instances" unit="">0</metric>
    <metric name="cts.path.max_buffers" unit="">2</metric>
    <metric name="ctsHtreeMaxLevel" unit="">1</metric>
  </group>
  <group name="power">
    <metric name="powerDensity" unit="nW/um2">479.5</metric>
    <metric name="power.ir.vdd_worst" unit="uV">117.4</metric>
    <metric name="power.static_leakage" unit="nW">0.6556</metric>
  </group>
  <group name="outcome">
    <metric name="status" unit="">complete, no violations</metric>
  </group>
</metrics>
## metal layers
metal	track usage, %	share of wire [%]	vias to the layer above
met5	0	0	-
met4	0.2471	0	0
met3	1.290	4.6	0
met2	5.587	45	8
met1	5.024	51	422
li1	-	-	439
## final cells by class
| type | count | area (um2) | share of cell area (%) |
|---|---|---|---|
| flip-flops and latches | 28 | 703.2 | 42.90 |
| multi-input cells | 80 | 603.1 | 36.79 |
| well taps | 111 | 138.9 | 8.473 |
| repair buffers | 13 | 127.6 | 7.786 |
| clock buffers | 4 | 55.05 | 3.359 |
| inverters | 3 | 11.26 | 0.6870 |
## kinds of logic after synthesis
group | after synthesis | share of synthesized area, %
fa+ha+maj | 1 | 0.9371
mux | 12 | 9.935
compound gates | 17 | 8.530
simple gates | 38 | 17.90
xor+xnor | 12 | 7.873
buf+inv | 7 | 2.156
flops | 28 | 52.67
## metrics by stage
stage               total power [mW]  area [um2]  util, %  setup slack, ns  hold slack (ns)
floorplan                     0.5348        1335        -            1.644           0.3444
global placement              0.5776        1584    17.22            1.354           0.4784
detailed placement            0.5811        1584    17.22            1.337           0.4807
CTS                           0.7988        1639    17.82            1.245           0.4949
global route                  0.8415        1639    17.82            1.224           0.4998
finish                        0.7859        1639    17.82            1.269           0.4919
## cells in the mapped netlist
library cell               number
sky130_fd_sc_hd__nor4_1         3
sky130_fd_sc_hd__a221oi_1       1
sky130_fd_sc_hd__and3_1         1
sky130_fd_sc_hd__a31oi_1        1
sky130_fd_sc_hd__nand4_1        3
sky130_fd_sc_hd__o31ai_1        1
sky130_fd_sc_hd__mux2i_1        2
sky130_fd_sc_hd__or3_4          1
sky130_fd_sc_hd__and4b_1        1
sky130_fd_sc_hd__nor2_1         2
sky130_fd_sc_hd__xor2_1         3
sky130_fd_sc_hd__a21o_2         1
sky130_fd_sc_hd__nor4b_4        1
sky130_fd_sc_hd__buf_2          2
sky130_fd_sc_hd__and4bb_2       1
sky130_fd_sc_hd__a21o_1         1
sky130_fd_sc_hd__nand2b_1       3
sky130_fd_sc_hd__dfrtp_1       26
sky130_fd_sc_hd__o211ai_1       1
sky130_fd_sc_hd__nor3_1         3
sky130_fd_sc_hd__clkbuf_1       2
sky130_fd_sc_hd__nand4_2        1
sky130_fd_sc_hd__xnor2_1        9
sky130_fd_sc_hd__and3_2         2
sky130_fd_sc_hd__nor2b_1        1
sky130_fd_sc_hd__inv_1          3
sky130_fd_sc_hd__o22a_1         1
sky130_fd_sc_hd__o22ai_1        1
sky130_fd_sc_hd__a22o_1         2
sky130_fd_sc_hd__nand2_1       11
sky130_fd_sc_hd__dfstp_2        2
sky130_fd_sc_hd__mux2_2        10
sky130_fd_sc_hd__or2_2          1
sky130_fd_sc_hd__ha_1           1
sky130_fd_sc_hd__a21oi_1        3
sky130_fd_sc_hd__nand3_1        3
sky130_fd_sc_hd__o21ai_0        4
## worst register-to-register path: cells and delay by family (launching register included)
kind	cells	cell delay, ns
XOR/XNOR	1	0.14
AND/OR/NAND/NOR	3	0.82
flip-flops	1	0.61
## state kept, by name, summed over array words and instances, names as in the netlist
signal	cells
r_Data	8
baud_div_cnt	13
LED	1
uart_tx	1
bit_cnt	4
en_baud_cnt	1
## layout by cell type, fill, tap and decap left out, drive strengths merged, types with 2 or more instances in the layout
cell type,n
nor3,3
dfrtp,26
mux2,10
dfstp,2
inv,3
a21o,2
clkbuf,4
nor4,3
o21ai,4
a22o,2
nor2,2
xnor2,9
nand2b,3
a21oi,3
xor2,3
nand4,4
nand2,11
mux2i,2
nand3,3
clkdlybuf4s50,12
and3,3
## worst paths after layout
check	start	to	cells past startpoint
max in group asynchronous	Reset_n	uart_tx	2
worst min-delay path	LED	LED	1
worst min register to register	LED	LED	1
worst max register to register	en_baud_cnt	baud_div_cnt[9]	4
worst max-delay path	LED	LED	1
min in group asynchronous	Reset_n	baud_div_cnt[2]	2
## report_power, final
part           leakage [nW]  switching, mW  internal, mW
clock network        0.0288          0.104         0.110
logic                 0.278         0.0556        0.0676
registers             0.348         0.0467         0.403
Power is estimated from default activity; no workload was simulated.
